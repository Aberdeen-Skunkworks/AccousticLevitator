===== ./config.mk =====
export PLATFORM = sky130hd
export DESIGN_NAME = dac
export DESIGN_NICKNAME = dac
export VERILOG_FILES = /design/flow/design.v
export SDC_FILE = /design/flow/constraint.sdc
export NUM_CORES = 4
export LEC_CHECK = 1
export CORE_AREA = 10 10 88 88
export DIE_AREA = 0 0 98 98

===== ./constraint.sdc =====
current_design dac

set clk_period 4.8
set clk_io_pct 0.2

create_clock -name clk0 -period $clk_period [get_ports {Clk}]

set non_clock_inputs [all_inputs -no_clocks]
set_input_delay [expr $clk_period * $clk_io_pct] -clock clk0 $non_clock_inputs
set_output_delay [expr $clk_period * $clk_io_pct] -clock clk0 [all_outputs]

===== ./design.v =====
`timescale 100 ps / 10 ps
module dac#(parameter MSBI=7)(DACout, DACin, Clk, Reset);
output DACout;  
reg DACout;  
input [MSBI+1:0] DACin;  
input Clk;
input Reset;
reg [MSBI+2:0] DeltaAdder;  
reg [MSBI+2:0] SigmaAdder;  
reg [MSBI+2:0] SigmaLatch;  
reg [MSBI+2:0] DeltaB;  
always @(SigmaLatch) DeltaB = {SigmaLatch[MSBI+2], SigmaLatch[MSBI+2]} << (MSBI+1);
always @(DACin or DeltaB) DeltaAdder = DACin + DeltaB;
always @(DeltaAdder or SigmaLatch) SigmaAdder = DeltaAdder + SigmaLatch;
always @(posedge Clk or negedge Reset)
begin
	if(~Reset) begin
		SigmaLatch <= 1'b1 << (MSBI+1);
		DACout <= 1'b0;
	end else begin
		SigmaLatch <= SigmaAdder;
		DACout <= SigmaLatch[MSBI+2];
	end
end
endmodule
module fmq #(parameter OUTPUTS = 88)(input clk, input rst, output [OUTPUTS-1:0] tx, output UART_TX, input UART_RX, output MAIN_CLK_OUT, output RELOAD_OUT, output OE_OUT, input EXT_SYNC, output [4:0] led);
parameter CLOCK=50000000;
parameter FREQ = 40000;
parameter OFFSET_WIDTH = 11;
parameter [OFFSET_WIDTH-2:0] DIVIDE = CLOCK / FREQ / 2 - 1;
parameter DATA_WIDTH = 8;
parameter BAUD = 1250000;  
parameter [15:0] UART_SCALE = CLOCK/(BAUD*8);
parameter VERSION = 8'd7;
reg reload_now;
reg [(OFFSET_WIDTH+1) * OUTPUTS - 1:0] offsets;
wire OE;
genvar j;
generate
	for (j=0; j < OUTPUTS; j=j+1) begin : clock_generator
		clock #(OFFSET_WIDTH) osc(clk, reload_now, offsets[(OFFSET_WIDTH+1)*j+:OFFSET_WIDTH], DIVIDE, offsets[(OFFSET_WIDTH+1)*j+OFFSET_WIDTH], OE, tx[j]);	
	end
endgenerate
assign main_clk_reset = rst && !EXT_SYNC;
clock #(OFFSET_WIDTH) main_clk(clk, main_clk_reset, {OFFSET_WIDTH{1'b0}}, DIVIDE, 1, 1, MAIN_CLK_OUT);
wire dac_clk;
reg [18:0] dac_clk_divisor;
Clock_divider #(19) dac_clk_div(clk, dac_clk, dac_clk_divisor, rst);
reg [8:0] dac_value;
reg [8:0] dac_counter;
reg OE_driver;
always@(posedge dac_clk) begin
	if (!rst) begin
		dac_counter <= 0;
	end else begin
		if (dac_counter < dac_value) begin
			OE_driver <= 1;
		end else begin
			OE_driver <= 0;
		end
		dac_counter <= dac_counter + 1;
	end
end
assign OE = OE_driver;
assign OE_OUT = OE;
reg last_main_clk;
reg reload_next;
assign falling_main_clk = last_main_clk && !MAIN_CLK_OUT; 
assign main_reload_cond = falling_main_clk && reload_next;
always@(posedge clk) begin
	if (main_reload_cond) begin
		reload_now <= 1'b0;  
	end else begin
		reload_now <= 1'b1;
	end
	last_main_clk <= MAIN_CLK_OUT;
end
assign RELOAD_OUT = reload_now;
reg [DATA_WIDTH-1:0]  tx_data;
reg                   tx_valid;
wire tx_ready;
wire [DATA_WIDTH-1:0]  rx_data;
wire                   rx_valid;
reg rx_ready;
wire uart_rst;
assign uart_rst = ~rst; 
uart #(DATA_WIDTH) 
	uart_inst (.clk(clk), .rst(uart_rst), 
		.input_axis_tdata(tx_data), .input_axis_tvalid(tx_valid), .input_axis_tready(tx_ready),
		.output_axis_tdata(rx_data), .output_axis_tvalid(rx_valid), .output_axis_tready(rx_ready), 
		.rxd(UART_RX), .txd(UART_TX), .tx_busy(), .rx_busy(), .rx_overrun_error(), .rx_frame_error(), 
		.prescale(UART_SCALE));
assign led[0] = ~reload_now;
reg [27:0] LEDcounter;
assign led[1] = LEDcounter[24];
assign led[2] = LEDcounter[25];
assign led[3] = LEDcounter[26];
assign led[4] = LEDcounter[27];
integer i;
reg [23:0] cmdbuffer;
always@(posedge clk or negedge rst)
begin
	if (!rst) begin
		LEDcounter <= 32'd0;
      tx_data <= 0;
      tx_valid <= 0;
      rx_ready <= 0;
		offsets <= {OUTPUTS*(OFFSET_WIDTH+1){1'b0}};
		reload_next <= 1'b1;  
		cmdbuffer <= 24'd0;
		dac_value		<= 9'd256;
		dac_clk_divisor <= 19'd100;
	end else begin
		if (main_reload_cond) begin
			reload_next <= 1'b0;  
		end
		LEDcounter <= LEDcounter + 1;
      if (tx_valid) begin
         rx_ready <= 0;
         if (tx_ready) begin
				tx_valid <= 0;
         end
      end else begin
         rx_ready <= 1;
         if (rx_valid) begin
            rx_ready <= ~rx_ready;
				cmdbuffer <= {cmdbuffer[0+:16], rx_data};
            tx_data <= rx_data;
            tx_valid <= 1;
         end
      end
		if (cmdbuffer[23]) begin 
			case(cmdbuffer[22:21])
			2'b00 : begin
				for (i = 0; i < OUTPUTS; i = i+1)
					if (i == {cmdbuffer[20:16],cmdbuffer[14:13]})
						offsets[(OFFSET_WIDTH+1)*i +: OFFSET_WIDTH+1] <= {cmdbuffer[12:8], cmdbuffer[6:0]};
				cmdbuffer <= 24'd0;
			end
			2'b01 : begin
				dac_clk_divisor <= {cmdbuffer[20:16],cmdbuffer[14:8], cmdbuffer[6:0]};
				cmdbuffer <= 24'd0;
			end
			2'b10 : begin  
				if (!tx_valid) begin
					tx_data <= OUTPUTS;
					tx_valid <= 1;
					cmdbuffer <= 24'd0;
				end
			end
			2'b11 : begin  
				case(cmdbuffer[20:19])
				2'b00 : begin
					dac_value <= {cmdbuffer[9:8], cmdbuffer[6:0]};
					cmdbuffer <= 24'd0;
				end
				2'b10 : begin
					reload_next <= 1'b1;  
					cmdbuffer <= 24'd0;
				end
				2'b01 : begin
					if (!tx_valid) begin
						tx_data <= VERSION;
						tx_valid <= 1;
						cmdbuffer <= 24'd0;
					end					
				end
				2'b11 : begin
				end
				endcase
			end
			default: begin
				cmdbuffer <= 24'd0;
			end
			endcase
		end
	end
end
endmodule

===== ./run.sh =====
#!/bin/bash
# OpenROAD 26Q1-2900-gdf79404cd8, Yosys 0.63+post, stock flow scripts
make -C /OpenROAD-flow-scripts/flow DESIGN_CONFIG=/design/flow/config.mk WORK_HOME=/design/flow/orfs finish

==> summary.txt <==
Dominant cell area share: 0.333
shortest period the worst path allows: 2.87 ns
design area: 1000 sq um
Vias/cell: 3.23
number of design rule violations left after detail routing: 0
number of maximum-capacitance violations: 0
Register-to-Register Path Depth: 7
final setup TNS: 0 ns
Post-Synthesis Cell Area: 751 sq um
placeable core area: 5920 sq um
number of H-tree branching levels: 1
setup repair bufs after CTS: 0
Main area contributors: sky130_fd_sc_hd__dfrtp_1 33%, sky130_fd_sc_hd__ha_1 27%, sky130_fd_sc_hd__fa_1 5.3%
largest net degree at the start of global routing: 12
start point of the critical path: DACin[1]
CP Launch Type: input port
final hold violations: 0
maximum single-stage delay on the critical path: 0.41 ns
LEAKAGE: 0.449 nW
max-slew violations: 0
number of antenna cells inserted: 0
signed area change from the synthesized netlist to the final layout: 33.2%
switching power: 261 uW
slowest library cell on the worst path: sky130_fd_sc_hd__clkdlybuf4s50_1
part of the cycle the worst path needs: 0.597
Initial Utilization: 0.127
synthesized chip area reported by yosys: 751 sq um
vertical die dimension: 98 microns
OpenROAD warnings: 25
average routed wire per standard cell: 9.29 microns
power per cell area: 668 nW/um^2
DRT Pass-1 Iters: 2
cell chain of the critical path: clkdlybuf4s50_1 -> ha_1 -> ha_1 -> fa_1 -> a21o_1 -> a21oi_2 -> o21ai_1 -> xor2_1
clock slew seen by the registers of the worst setup and hold paths: 0.05 ns
most frequent cell on the critical path: sky130_fd_sc_hd__ha_1
Buffers & Inverters on Critical Path: 1
global route total overflow: 0
first-pass GRT wire length: 2500 microns
Unique cell types: 23
CP Capture Point: SigmaLatch[7]$_DFF_PN0_
required time at the endpoint of the critical path: 4.92 ns
register-to-register setup slack: 2.74 ns
number of global-route vias before repair: 527
maximum clock frequency: 349 MHz
detailed-route via count: 498
Clock Sinks: 11
run status: complete, no violations
WS Path Type: input port to flop
# hold bufs at CTS: 0
CTS Root Buffer Type: sky130_fd_sc_hd__clkbuf_8
sequential share of the synthesized area: 0.368
Initial DRC Count: 18
number of standard cells after synthesis: 64
post-detailed-placement cell area: 955 sq um
yosys warning tally: 1
kind of capture point of the worst setup path: flop
setup repair after global routing missed its margin: false
number of port buffers: 11
largest buffer count on any clock path: 2
CTS tree: built
PostCTS Resize Cnt: 0
hold crit path type: flop to flop
power share of the combinational group: 0.613
instance count on the critical path: 8
Clock Power Share: 0.139
Worst VDD drop: 172 uV
DPL Wire Length: 1180 microns
Setup violations, final: 0
Synth area leader: sky130_fd_sc_hd__dfrtp_1
syn avg cell area: 11.7 sq um
standard-cell rows: 28
flops out of synthesis: 11
number of antenna violations at the first check in global routing: 0
Late-Pin Clk Latency: 0.24 ns
RR Startpoint: SigmaLatch[1]$_DFF_PN0_
I/O pin count: 12
count of instantiated cells in the yosys netlist: 64
aggregate global-route resource usage: 0.0312
number of antenna-violating nets in the routed design: 0
Top delay family on crit path: adder cells
post-detailed-routing wire length: 1430 microns
transition time of the tightest slew-check pin: 0.531 ns
terminus of the critical flop-to-flop path: SigmaLatch[7]$_DFF_PN0_
part of the total power dissipated in sequential elements: 0.247
Rel. slew slack: 0.645
Setup Skew: 0.00369 ns
crit-path max FO: 3
Die Size: 9600 sq um
total CTS buffers: 3
global placement routability congestion: 0.769
Pint: 406 uW
share of final-layout standard cells stronger than drive strength 1: 0.101
Sw Share: 0.391
critical path data arrival time: 2.98 ns
horizontal extent of the die: 98 microns
[state kept, by name (all words and copies together), names as in the netlist]
signal and flops:
DACout 1, SigmaLatch 10
[cells by family (layout without fill, tap and decap cells)]
group / after synthesis / in the layout / synth area share
compound gates: 14 / 14 / 0.142
xor+xnor: 6 / 6 / 0.0700
fa+ha+maj: 18 / 18 / 0.320
buf+inv: 5 / 20 / 0.0250
flops: 11 / 11 / 0.368
mux: 1 / 1 / 0.0133
simple gates: 9 / 9 / 0.0617
[worst reg2reg max path: stages, from the launching register on]
cell and delay (ns):
sky130_fd_sc_hd__dfrtp_1 0.36, sky130_fd_sc_hd__ha_1 0.28, sky130_fd_sc_hd__ha_1 0.25, sky130_fd_sc_hd__fa_1 0.41, sky130_fd_sc_hd__a21o_1 0.19, sky130_fd_sc_hd__a21oi_2 0.21, sky130_fd_sc_hd__o21ai_1 0.11, sky130_fd_sc_hd__xor2_1 0.15
[cell type report]
type	instances	area, sq um
Inverter	5	18.8
Timing Repair Buffer	11	110
Multi-Input combinational cell	48	455
Clock buffer	4	45.0
Sequential cell	11	277
Fill cell	641	4920
Tap cell	75	93.8
[routing by layer]
| layer | part of all wire | vias up | global-route usage |
|---|---|---|---|
| met5 | 0 | - | 0 |
| met4 | 0 | 0 | 0.00336 |
| met3 | 0.067 | 0 | 0.0149 |
| met2 | 0.51 | 6 | 0.0513 |
| met1 | 0.42 | 234 | 0.0373 |
| li1 | - | 258 | - |
[through the flow]
stage	total power, mW	utilization	std cells	worst slack (ns)	hold WS [ns]
floorplan	0.499	-	64	2.21	0.354
global placement	0.575	0.161	150	1.73	0.359
detailed placement	0.581	0.161	150	1.70	0.367
CTS	0.683	0.169	154	1.93	0.377
global route	0.750	0.169	154	1.84	0.397
finish	0.668	0.169	154	1.93	0.372
[cells in the mapped netlist]
cell,instances
sky130_fd_sc_hd__ha_1,16
sky130_fd_sc_hd__dfrtp_1,10
sky130_fd_sc_hd__inv_1,5
sky130_fd_sc_hd__nand2_1,4
sky130_fd_sc_hd__xnor2_1,4
sky130_fd_sc_hd__a21oi_1,3
sky130_fd_sc_hd__a21o_1,2
sky130_fd_sc_hd__a21oi_2,2
sky130_fd_sc_hd__fa_1,2
sky130_fd_sc_hd__nor3_1,2
sky130_fd_sc_hd__xor2_1,2
sky130_fd_sc_hd__a211oi_2,1
sky130_fd_sc_hd__a221oi_1,1
sky130_fd_sc_hd__and4b_1,1
sky130_fd_sc_hd__dfstp_2,1
sky130_fd_sc_hd__mux2i_1,1
sky130_fd_sc_hd__nand3_1,1
sky130_fd_sc_hd__nor2b_1,1
sky130_fd_sc_hd__o21a_1,1
sky130_fd_sc_hd__o21ai_0,1
sky130_fd_sc_hd__o21ai_1,1
sky130_fd_sc_hd__o21bai_1,1
sky130_fd_sc_hd__o31ai_2,1
[cell usage in the layout (no fill, tap or decap)]
master                             n
sky130_fd_sc_hd__nand3_1           1
sky130_fd_sc_hd__o31ai_2           1
sky130_fd_sc_hd__clkdlybuf4s50_1  11
sky130_fd_sc_hd__dfrtp_1          10
sky130_fd_sc_hd__xnor2_1           4
sky130_fd_sc_hd__dfstp_2           1
sky130_fd_sc_hd__a211oi_2          1
sky130_fd_sc_hd__o21ai_1           1
sky130_fd_sc_hd__a221oi_1          1
sky130_fd_sc_hd__nor2b_1           1
sky130_fd_sc_hd__a21o_1            2
sky130_fd_sc_hd__o21a_1            1
sky130_fd_sc_hd__clkbuf_1          1
sky130_fd_sc_hd__clkbuf_8          3
sky130_fd_sc_hd__fa_1              2
sky130_fd_sc_hd__o21ai_0           1
sky130_fd_sc_hd__inv_1             5
sky130_fd_sc_hd__a21oi_1           3
sky130_fd_sc_hd__ha_1             16
sky130_fd_sc_hd__o21bai_1          1
sky130_fd_sc_hd__mux2i_1           1
sky130_fd_sc_hd__nor3_1            2
sky130_fd_sc_hd__and4b_1           1
sky130_fd_sc_hd__nand2_1           4
sky130_fd_sc_hd__a21oi_2           2
sky130_fd_sc_hd__xor2_1            2
[power by group through the flow]
stage	clock network, mW	registers (mW)	logic [mW]
after CTS	0.0980	0.166	0.419
after global routing	0.103	0.170	0.477
final	0.0930	0.165	0.409
[worst min path at each step]
stage,depth (start not counted),startpoint,to
CTS,0,SigmaLatch[9]$_DFF_PN0_,DACout$_DFF_PN0_
finish,0,SigmaLatch[9]$_DFF_PN0_,DACout$_DFF_PN0_
global route,0,SigmaLatch[9]$_DFF_PN0_,DACout$_DFF_PN0_
Power figures rest on the tool's default switching activity, not on a simulated workload.
